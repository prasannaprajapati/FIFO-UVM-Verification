<file path="flow/config.mk">
export PLATFORM = sky130hd
export DESIGN_NAME = fifo
export DESIGN_NICKNAME = fifo
export VERILOG_FILES = /design/flow/design.v
export SDC_FILE = /design/flow/constraint.sdc
export NUM_CORES = 4
export LEC_CHECK = 1
export CORE_UTILIZATION = 50
export SYNTH_HDL_FRONTEND = slang
</file>
<file path="flow/constraint.sdc">
current_design fifo

set clk_period 9.9
set clk_io_pct 0.2

create_clock -name clk0 -period $clk_period [get_ports {clk}]

set non_clock_inputs [all_inputs -no_clocks]
set_input_delay [expr $clk_period * $clk_io_pct] -clock clk0 $non_clock_inputs
set_output_delay [expr $clk_period * $clk_io_pct] -clock clk0 [all_outputs]
</file>
<file path="flow/design.v">
interface fifo_rd_if (
    input clk
);
  logic [7:0] dout;
  logic renb, empty;
  clocking rd_drv_cb @(posedge clk);
    output renb;
    input empty;
  endclocking : rd_drv_cb
  clocking rd_mon_cb @(posedge clk);
    input renb;
    input empty;
    input dout;
  endclocking : rd_mon_cb
  modport RD_DRV_MP(clocking rd_drv_cb);
  modport RD_MON_MP(clocking rd_mon_cb);
endinterface
interface fifo_wr_if (
    input clk
);
  logic reset, wenb;
  logic [7:0] din;
  logic full;
  clocking wr_drv_cb @(posedge clk);
    output wenb;
    output din;
    output reset;
    input full;
  endclocking : wr_drv_cb
  clocking wr_mon_cb @(posedge clk);
    input wenb;
    input din;
    input reset;
    input full;
  endclocking : wr_mon_cb
  modport WR_DRV_MP(clocking wr_drv_cb);
  modport WR_MON_MP(clocking wr_mon_cb);
endinterface
module fifo (clk,reset,renb,wenb,din,dout,empty,full);
  input logic clk, reset;
  input logic renb, wenb;
  input logic [7:0] din;
  output logic [7:0] dout;
  output logic empty, full;
  integer i;
  logic [7:0] mem[16];
  logic [4:0] rpr, wpr;
  always @(posedge clk) begin
    if (reset) begin
      rpr  <= 5'b0;
      wpr <= 5'b0;
    end else if (renb && ~empty) begin
      rpr <= rpr + 1;
    end else if (wenb && ~full) begin
      wpr <= wpr + 1;
    end
  end
  always @(posedge clk) begin
    if (reset) begin
      for (i = 0; i < 16; i = i + 1) begin
        mem[i]   <= 8'b0;
        dout <= 8'b0;
      end
    end else begin
      if (renb && ~empty) dout <= mem[rpr[3:0]];
      else if (wenb && ~full) mem[wpr[3:0]] <= din;
    end
  end
  assign empty = (rpr == wpr);
  assign full  = (rpr == {~wpr[4], wpr[3:0]});
  property reset_clears_pointers;
    @(posedge clk) $rose(reset) |-> ##1 (rpr == 0 && wpr == 0);
  endproperty
  property write_updates_pointer;
    @(posedge clk) disable iff (reset) (wenb && !full) |-> ##1 (wpr != $past(wpr));
  endproperty
  property read_updates_pointer;
    @(posedge clk) disable iff (reset) (renb && !empty) |-> ##1 (rpr != $past(rpr));
  endproperty
  property fifo_full_condition;
    @(posedge clk) disable iff (reset) full |-> (rpr == {~wpr[4], wpr[3:0]});
  endproperty
  property fifo_empty_condition;
    @(posedge clk) disable iff (reset) empty |-> (rpr == wpr);
  endproperty
  property eventual_read_after_write;
    @(posedge clk) disable iff (reset) (wenb && !full) |-> ##[1:16] (!empty);
  endproperty
  a_reset_clears_pointers :
  assert property (reset_clears_pointers)
  else $error("Reset did not clear pointers");
  a_write_updates_pointer :
  assert property (write_updates_pointer)
  else $error("Write pointer not updated after write");
  a_read_updates_pointer :
  assert property (read_updates_pointer)
  else $error("Read pointer not updated after read");
  a_fifo_full_condition :
  assert property (fifo_full_condition)
  else $error("FIFO full condition mismatch");
  a_fifo_empty_condition :
  assert property (fifo_empty_condition)
  else $error("FIFO empty condition mismatch");
  a_eventual_read_after_write :
  assert property (eventual_read_after_write)
  else $error("Written data not readable within bounded time");
  a_reset_stability :
  assume property (@(posedge clk) $rose(reset) |-> ##[0:3] $stable(reset))
  else $error("Reset deasserted too quickly");
  FULL :
  cover property (@(posedge clk) !full ##1 full);
  EMPTY :
  cover property (@(posedge clk) !empty ##1 empty);
  RCP :
  cover property (reset_clears_pointers);
  WUP :
  cover property (write_updates_pointer);
  RUP :
  cover property (read_updates_pointer);
  FFC :
  cover property (fifo_full_condition);
  FEC :
  cover property (fifo_empty_condition);
  ERAW :
  cover property (eventual_read_after_write);
endmodule
</file>
<file path="flow/run.sh">
#!/bin/bash
# OpenROAD 26Q1-2900-gdf79404cd8, Yosys 0.63+post, stock flow scripts
make -C /OpenROAD-flow-scripts/flow DESIGN_CONFIG=/design/flow/config.mk WORK_HOME=/design/flow/orfs finish
</file>
==> flow_summary.ini <==
; physical design summary
[flow_run]
cap_viol_max_count = 0
openroad.warnings = 28

[drt]
detail_route.wl_per_cell_um = 21.3
diodes = 0
dr.first_iter.drc_count = 272
wirelength_um = 15500
post_detailed_route_via_to_cell_ratio = 5.66
dr_total_vias = 4115
drtAntennaViolNets = 0
drcViolationCount = 0
detailedRoute.firstPassIterationCount = 6

[floorplan]
overall_die_area_um2 = 13800
die_x_um = 118
effective_utilization_at_floorplan = 0.521
die-height_um = 118
top_level_ports = 22
core.rowCount = 41
core_um2 = 12800

[cts]
cts.clk_slew.worst_paths_ns = 0.05
clockRootBuffer = sky130_fd_sc_hd__clkbuf_16
postCtsSetupBuffers = 0
cts-buffers-inserted = 17
tritoncts = yes
cts_repair_resize_count = 0
tritoncts_num_sinks = 146
clock_latency_ns = 0.41
cts_max_level = 4
holdBufCountCts = 0
clock_path_buffers = 2

[timing]
summed_negative_setup_slack_over_all_endpoints_ns = 0
tightestPinTransition_ns = 0.712
rsz0062_at_grt = false
setup_violations = 0
layout_worst_path_cycle_share = 0.458
min_period_ns = 4.54
maxSlewHeadroom = 0.525
final_max_slew_viol_count = 0
maxClockFrequency_mhz = 220
final_tally_of_hold_violations = 0
setup_slack_ns = 5.36
finalClockSkew_ns = 0.00715

[critical_path]
crit_fanout = 53
worst_ep_arrival_time_ns = 2.56
crit_chain = buf_4 > xor2_1 > nor4_4 > and2_1 > clkdlybuf4s50_1
crit_path_start_kind = register
critical-path-max-stage-delay_ns = 0.56
cp_max_stage_cell = sky130_fd_sc_hd__buf_4
critical_path_class = register to output pin
critical_path.endpoint_type = output pin
cp_data_required_time_ns = 7.92

[logic_synthesis]
async_flop_share = 0
ys_top_logic_family = simple AND/OR/NAND/NOR gates
ys_sh_aoi = 0.0519
edf_count = 128
ys_seq_frac = 0.630
ys_ff = 146
synth.cellmix.xorXnorShare = 0.0105
ys_chip_area_um2 = 6680
synthSimpleGateAreaFrac = 0.162
ys.warnings.count = 0
yosysUniqueCellTypes = 39
synthCells = 528
yosysCellCount = 528
average_size_of_a_mapped_cell_um2 = 12.6
synth.mux.area_fraction = 0.113
post_synth_instance_area_um2 = 6680
synth-main-ff-cell = sky130_fd_sc_hd__edfxtp_1
post_synth_fa_ha_maj_area_fraction = 0.00937

[global_route]
antenna_found_initial = 0
grt_use_total = 0.260
grt_pass1_wl_um = 23900
pin_count_of_the_biggest_net_entering_global_routing = 54
number_of_global_route_vias_before_repair = 4194
grt_overflow = 0

[pwr]
cellPowerDensity_nw_per_um2 = 220
finalPower_w = 0.00167
leakage_nw = 2.63
maximum_resistive_drop_on_vdd_uv = 103

[placed_design]
dp_worst_slack_ns = 5.67
gpl.final_weighted_congestion = 0.911
detailedPlacementHpwl_um = 10500
placement.cell_area_um2 = 7030
port_buffers = 21

[final_layout]
post_route_cells_drive_above_1_share = 0.151
layout.cell_area.non_filler_um2 = 7570
area_growth_syn_to_layout_pct = 13.4
nFillCells = 1028

[hold_path]
hold_crit_path_type = register to register

[outcome]
outcome = finished, final reports clean
routing by layer:
| metal | wire length [um] | vias to the layer above | track usage |
|---|---|---|---|
| met2 | 7020 | 160 | 0.365 |
| met3 | 1810 | 15 | 0.132 |
| li1 | - | 1949 | - |
| met1 | 6430 | 1991 | 0.418 |
| met4 | 235 | 0 | 0.0329 |
| met5 | 0 | - | 0 |
layout by cell type (no fill, tap or decap), types with 2 or more instances in the layout:
cell                              count
sky130_fd_sc_hd__clkinv_4             2
sky130_fd_sc_hd__clkinv_2             4
sky130_fd_sc_hd__bufinv_16            2
sky130_fd_sc_hd__mux2_2              16
sky130_fd_sc_hd__nand2b_1            17
sky130_fd_sc_hd__a21oi_1              4
sky130_fd_sc_hd__xor2_1               5
sky130_fd_sc_hd__dfxtp_1             16
sky130_fd_sc_hd__mux4_2              24
sky130_fd_sc_hd__nor2b_1             12
sky130_fd_sc_hd__ha_1                 5
sky130_fd_sc_hd__and3_1               4
sky130_fd_sc_hd__o22ai_1              8
sky130_fd_sc_hd__buf_4                9
sky130_fd_sc_hd__clkbuf_16           17
sky130_fd_sc_hd__edfxtp_1           128
sky130_fd_sc_hd__nor2_1             144
sky130_fd_sc_hd__clkinv_1             7
sky130_fd_sc_hd__nor3_1              17
sky130_fd_sc_hd__a31o_2               2
sky130_fd_sc_hd__nand4_1              4
sky130_fd_sc_hd__nand3_1              6
sky130_fd_sc_hd__xnor2_1              3
sky130_fd_sc_hd__and2_1               4
sky130_fd_sc_hd__a21o_1              12
sky130_fd_sc_hd__dfxtp_2              2
sky130_fd_sc_hd__clkdlybuf4s50_1     21
sky130_fd_sc_hd__nand2_1             28
sky130_fd_sc_hd__inv_1                2
sky130_fd_sc_hd__a211oi_1            16
cell type report:
| class | count | area [um^2] | area share |
|---|---|---|---|
| clock buffers | 17 | 425 | 0.0562 |
| clock inverters | 15 | 124 | 0.0164 |
| inverters | 2 | 7.51 | 0.000991 |
| multi-input cells | 345 | 2320 | 0.306 |
| flip-flops and latches | 146 | 4210 | 0.555 |
| well taps | 172 | 215 | 0.0284 |
| repair buffers | 30 | 278 | 0.0367 |
logic make-up after synthesis:
| logic type | after synthesis |
|---|---|
| AND-OR/OR-AND | 48 |
| XOR/XNOR | 8 |
| adder cells (fa/ha/maj) | 5 |
| buffers and inverters | 37 |
| flip-flops | 146 |
| multiplexers | 42 |
| AND/OR/NAND/NOR | 242 |
synth_stat cells, types with 2 or more instances:
| library cell | n | share of area |
|---|---|---|
| sky130_fd_sc_hd__a31o_2 | 2 | 0.0026 |
| sky130_fd_sc_hd__nor2_1 | 144 | 0.081 |
| sky130_fd_sc_hd__a21o_1 | 12 | 0.013 |
| sky130_fd_sc_hd__nand4_1 | 4 | 0.0037 |
| sky130_fd_sc_hd__buf_2 | 13 | 0.0097 |
| sky130_fd_sc_hd__dfxtp_1 | 18 | 0.054 |
| sky130_fd_sc_hd__a211oi_1 | 16 | 0.018 |
| sky130_fd_sc_hd__xnor2_1 | 3 | 0.0039 |
| sky130_fd_sc_hd__inv_1 | 2 | 0.0011 |
| sky130_fd_sc_hd__o22ai_1 | 8 | 0.0075 |
| sky130_fd_sc_hd__and2_1 | 4 | 0.0037 |
| sky130_fd_sc_hd__a21oi_1 | 4 | 0.0030 |
| sky130_fd_sc_hd__mux2_2 | 16 | 0.027 |
| sky130_fd_sc_hd__nand2_1 | 28 | 0.016 |
| sky130_fd_sc_hd__ha_1 | 5 | 0.0094 |
| sky130_fd_sc_hd__and3_1 | 4 | 0.0037 |
| sky130_fd_sc_hd__mux4_2 | 24 | 0.081 |
| sky130_fd_sc_hd__clkbuf_1 | 21 | 0.012 |
| sky130_fd_sc_hd__nor3_1 | 17 | 0.013 |
| sky130_fd_sc_hd__nand3_1 | 6 | 0.0045 |
| sky130_fd_sc_hd__nor2b_1 | 12 | 0.011 |
| sky130_fd_sc_hd__edfxtp_1 | 128 | 0.58 |
| sky130_fd_sc_hd__xor2_1 | 5 | 0.0066 |
| sky130_fd_sc_hd__nand2b_1 | 17 | 0.016 |
power by group:
part	leakage, nW	total [W]	switching (W)	internal [W]
clock	0.273	0.000596	0.000234	0.000363
combinational	0.891	0.000339	0.000200	0.000139
sequential	1.47	0.000730	0.0000164	0.000714
total	2.63	0.00167	0.000450	0.00122
metrics by stage:
step | hold WS, ns | cells | util
after floorplan | 0.454 | 528 | -
after global placement | 0.482 | 695 | 0.548
after detailed placement | 0.479 | 695 | 0.548
after CTS | 0.490 | 727 | 0.591
after global routing | 0.512 | 727 | 0.591
final | 0.492 | 727 | 0.591
worst paths after layout:
| kind | startpoint | end | slack, ns | cells past startpoint |
|---|---|---|---|---|
| worst max-delay path | rpr[2] | full | 5.36 | 5 |
| worst min-delay path | dout[1] | dout[1] | 0.49 | 2 |
| worst max register to register | rpr[2] | mem[7][4] | 6.53 | 6 |
| worst min register to register | dout[1] | dout[1] | 0.49 | 2 |
state kept, by name, summed over array words and instances, names as in the netlist:
name and count:
dout 8, mem 128, wpr 5, rpr 5
worst max-delay path, delay by kind of cell, from the launching register on:
| kind | cells | cell delay (ns) |
|---|---|---|
| xor+xnor | 1 | 0.20 |
| flops | 1 | 0.31 |
| simple gates | 2 | 0.62 |
| buf+inv | 2 | 1.01 |
Power is estimated from default activity; no workload was simulated.
